File: flow/run.sh
#!/bin/bash
# OpenROAD 26Q1-2900-gdf79404cd8, Yosys 0.63+post, stock flow scripts
make -C /OpenROAD-flow-scripts/flow DESIGN_CONFIG=/design/flow/config.mk WORK_HOME=/design/flow/orfs finish
File: flow/config.mk
export PLATFORM = sky130hd
export DESIGN_NAME = xing
export DESIGN_NICKNAME = xing
export VERILOG_FILES = /design/flow/design.v
export SDC_FILE = /design/flow/constraint.sdc
export NUM_CORES = 4
export LEC_CHECK = 1
export CORE_AREA = 10 10 110 110
export DIE_AREA = 0 0 120 120
File: flow/constraint.sdc
current_design xing

set clk_period 2.7
set clk_io_pct 0.2

create_clock -name clk0 -period $clk_period [get_ports {clk}]

set non_clock_inputs [all_inputs -no_clocks]
set_input_delay [expr $clk_period * $clk_io_pct] -clock clk0 $non_clock_inputs
set_output_delay [expr $clk_period * $clk_io_pct] -clock clk0 [all_outputs]
File: flow/design.v
`timescale 1ns / 1ps
module xing(clk,rst_n,data_byte,send_en,rs232_tx,tx_done
    ); 
input clk;
input rst_n;
input [7:0] data_byte;
input  send_en;
output reg rs232_tx;
output reg tx_done;
reg uart_state;
reg bps_clk;
reg [15:0] div_cnt;
reg [3:0] bps_cnt;
reg [7:0] r_data_byte;
parameter  start_bit=1'b0;
parameter stop_bit=1'b1;
parameter bps_dr=5207;
always@(posedge clk or negedge rst_n)
if(!rst_n)
uart_state<=1'b0;
else if(send_en)
uart_state<=1'b1;
else if(tx_done)
uart_state<=0;
else
uart_state<=uart_state;
always@(posedge clk or negedge rst_n)
if(!rst_n)
r_data_byte<=8'b0;
else if(send_en)
r_data_byte<=data_byte;
else
r_data_byte<=r_data_byte;
always@(posedge clk or negedge rst_n)
if(!rst_n)
bps_clk<=0;
else if(div_cnt==1)
bps_clk<=1'b1;
else
bps_clk<=0;
always@(posedge clk or negedge rst_n)
if(!rst_n)
div_cnt<=0;
else if(uart_state) begin
if(div_cnt==bps_dr)
div_cnt<=0;
else
div_cnt<=div_cnt+1'b1;
end
else
div_cnt<=0;
always@(posedge clk or negedge rst_n)
if(!rst_n)
bps_cnt<=0;
else if(tx_done)
bps_cnt<=0;
else if(bps_clk)
bps_cnt<=bps_cnt+1'b1;
else
bps_cnt<=bps_cnt;
always@(posedge clk or negedge rst_n)
if(!rst_n)
tx_done<=0;
else if(bps_cnt==11)
tx_done<=1'b1;
else
tx_done<=0;
always@(*)
case(bps_cnt)
4'd0 : rs232_tx<=1;
4'd1 : rs232_tx<=start_bit;
4'd2 : rs232_tx<=r_data_byte[0];
4'd3 : rs232_tx<=r_data_byte[1];
4'd4 : rs232_tx<=r_data_byte[2];
4'd5 : rs232_tx<=r_data_byte[3];
4'd6 : rs232_tx<=r_data_byte[4];
4'd7 : rs232_tx<=r_data_byte[5];
4'd8 :rs232_tx<=r_data_byte[6];
4'd9 : rs232_tx<=r_data_byte[7];
4'd10 : rs232_tx<=stop_bit;
default : rs232_tx<=1;
endcase
endmodule
==> flow_metrics.env <==
# source this file to load flow results
export IMPL_dp_cells=281
export IMPL_post_route_period_util_pct=93.9
export IMPL_die_height_um=120
export IMPL_combined_area_of_all_synthesized_cells_mm2=0.00152
export IMPL_max_cap_viol_count=0
export IMPL_path_delay_family="AND-OR/OR-AND gates"
export IMPL_grt_total_usage_pct=4.08
export IMPL_rr_worst_depth=4
export IMPL_postSynth_asyncResetShare_pct=100
export IMPL_synth_warning_count=1
export IMPL_remaining_max_slew_budget_at_the_tightest_pin_pct=58.7
export IMPL_path_class="reg -> out"
export IMPL_worst_hold_path_num_cells=1
export IMPL_fmaxAchievable_mhz=394
export IMPL_chip_area_mm2=0.0144
export IMPL_class_of_the_tightest_hold_or_removal_check="reg -> reg"
export IMPL_ys_flops=31
export IMPL_cp_start_kind="register"
export IMPL_clk_pin_slew_ps=60
export IMPL_largest_area_contributor_in_the_netlist="dfrtp_1"
export IMPL_element_type_at_the_critical_path_end="output port"
export IMPL_area_of_the_core_mm2=0.00977
export IMPL_grt_overflow_total=0
export IMPL_clk_insertion_delay_late_ps=280
export IMPL_warning_count=29
export IMPL_power_share_switching_pct=32.3
export IMPL_worst_clock_skew_ps=4.60
export IMPL_timing_final_crit_period_ps=2540
export IMPL_worst_path_max_fanout=4
export IMPL_crit_path_start="bps_cnt[0]"
export IMPL_crit_top_cell="o21ai_0"
export IMPL_report_final_hold_viol_count=0
export IMPL_synth_top_cell_by_count="dfrtp_1"
export IMPL_insertedDiodeCount=0
export IMPL_post_drt_wl_per_cell_um=9.56
export IMPL_setup_viol=0
export IMPL_first_iter_violations=110
export IMPL_clockBufferDepth=2
export IMPL_postRouteAntennaNets=0
export IMPL_slowest_stage="clkdlybuf4s50_1"
export IMPL_postLayoutCoreUtil_pct=19.3
export IMPL_gp_congestion=0.786
export IMPL_leakage_nw=0.758
export IMPL_cellPowerDensity_mw_per_mm2=805
export IMPL_slew_viol_final=0
export IMPL_post_dp_hpwl_um=1920
export IMPL_status="complete, no violations"
export IMPL_netlist_top_cells_area="dfrtp_1 (51%), mux2_2 (5.9%), xor2_1 (5.2%)"
export IMPL_hold_end="div_cnt[0]"
export IMPL_grt_first_pass_wirelength_um=5000
export IMPL_synth_top_cell_area_share_pct=51.0
export IMPL_post_cts_resized=0
export IMPL_route_detailed_drc=0
export IMPL_enable_flop_cells=0
export IMPL_grt_max_degree=32
export IMPL_worst_slew_pin_slew_ps=620
export IMPL_switching_power_w=0.000490
export IMPL_cts_tree="built"
export IMPL_ys_cells=140
export IMPL_first_global_vias=1045
export IMPL_reg2reg_to="div_cnt[9]"
export IMPL_r2r_start="div_cnt[7]"
export IMPL_hold_sp="div_cnt[0]"
export IMPL_clock_tree_root_cell="clkbuf_8"
export IMPL_dominantRegCellSynth="dfrtp_1"
export IMPL_rrSetupSlack_ps=890
export IMPL_cts_max_level=2
export IMPL_detail_route_wirelength_um=2770
export IMPL_fp_dieW_um=120
export IMPL_post_synth_num_cell_types=33
export IMPL_netlist_instances=140
export IMPL_clockPowerShare_pct=26.0
export IMPL_post_synth_most_frequent_cells="dfrtp_1 (31), nor2_1 (19), xor2_1 (9)"
export IMPL_num_cts_buffers=5
export IMPL_timing_critical_path_slowest_cell_delay_ps=410
export IMPL_setup_ws_ps=164
export IMPL_yosysChipArea_mm2=0.00152
export IMPL_syn_to_final_growth_pct=24.0
export IMPL_worstPathCellList="inv_1 -> ha_1 -> a222oi_1 -> nand3_1 -> o21ai_0 -> o21ai_0 -> clkdlybuf4s50_1"
export IMPL_worst_ep_required_time_ps=2160
export IMPL_first_pass_iters=4
export IMPL_dpl_ws_ps=410
export IMPL_holdWs_ps=493
export IMPL_viasPerCell=3.64
export IMPL_internal_power_w=0.00103
export IMPL_design_portCount=13
export IMPL_fin_setup_tns_ps=0
export IMPL_port_buffers=12
export IMPL_row_count=36
export IMPL_critical_path_buf_inv_count=2
export IMPL_crit_arrival_ps=2000
export IMPL_route_vias_total=1056
export IMPL_initial_utilization_pct=15.6
export IMPL_number_of_antenna_violations_at_the_first_check_in_global_routing=0
export IMPL_peakVddDrop_v=0.000242
export IMPL_seq_power_share_pct=46.2
export IMPL_layout_drive_gt1_share_pct=12.7
export IMPL_rsz_0062_raised_after_global_routing="false"
export IMPL_syn_area_per_cell_um2=10.9
export IMPL_layoutNonFillerInstCount=290
export IMPL_postSynthSeqShare_pct=51.0
export IMPL_clock_sinks=31
export IMPL_power_share_combinational_pct=27.8
## kinds of logic after synthesis
| family | after synthesis | synth area share (%) |
|---|---|---|
| AOI/OAI and AO/OA | 17 | 7.57 |
| xor gates and xnor gates | 14 | 8.06 |
| adders and majority gates | 6 | 4.93 |
| buffers and inverters | 9 | 3.37 |
| DFF | 31 | 51.0 |
| muxes | 9 | 6.58 |
| and+or+nand+nor | 54 | 18.5 |
## how the worst max path moves through the flow
stage | end | slack, ps | depth (start not counted)
after CTS | rs232_tx | 100 | 7
after global routing | rs232_tx | 20 | 7
final | rs232_tx | 160 | 7
## stage by stage
step / power [W] / cell area [µm²]
floorplan: 0.00100 / 1520
global placement: 0.00111 / 1780
detailed placement: 0.00112 / 1780
CTS: 0.00153 / 1880
global route: 0.00164 / 1890
finish: 0.00152 / 1890
## sequential cells by signal, summed over array words and instances (netlist names)
signal,count
bps_clk,1
r_data_byte,8
tx_done,1
bps_cnt,4
div_cnt,16
uart_state,1
## cell usage in the layout (no fill, tap or decap)
| cell | count |
|---|---|
| clkbuf_8 | 7 |
| nor3b_1 | 1 |
| buf_4 | 2 |
| and4_2 | 1 |
| or2_1 | 1 |
| xnor2_1 | 5 |
| o21ai_0 | 7 |
| a22oi_1 | 1 |
| o31ai_4 | 1 |
| mux2i_1 | 1 |
| a222oi_1 | 1 |
| clkbuf_1 | 1 |
| and4bb_2 | 1 |
| nand2_1 | 5 |
| a21oi_1 | 5 |
| and4_1 | 1 |
| nand3_1 | 8 |
| inv_1 | 4 |
| dfrtp_1 | 31 |
| nand4_1 | 6 |
| mux2_2 | 8 |
| clkdlybuf4s50_1 | 12 |
| and3_1 | 2 |
| xor2_1 | 9 |
| ha_1 | 6 |
| nor4_1 | 2 |
| a21o_1 | 1 |
| nor3_1 | 2 |
| and3b_1 | 1 |
| or3_1 | 3 |
| nor2_1 | 19 |
| and2_1 | 1 |
| a221oi_1 | 1 |
## area by class of cell
class,count,area [µm²]
clock buffers,8,100
flip-flops and latches,31,776
multi-input cells,100,694
inverters,4,15.0
fillers,1051,7890
well taps,133,166
repair buffers,14,135
## per-layer routing
layer  vias up  part of all wire, %  track usage, %
met5         -                    0               0
met4         0                  1.6           0.603
met3         8                  7.6            1.57
met2        30                   42            5.54
met1       492                   49            6.10
li1        526                    -               -
## power groups by stage
stage	logic [W]	registers, W	clock network (W)
global route	0.000488	0.000723	0.000432
finish	0.000423	0.000701	0.000396
CTS	0.000417	0.000702	0.000409
## what timing repair did
item | CTS | global route
setup buffers | 0 | 1
hold buffers | 0 | 0
setup endpoints to repair | 0 | 1
Power figures rest on the tool's default switching activity, not on a simulated workload.
