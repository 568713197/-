===== /design/flow/config.mk =====
export PLATFORM = sky130hd
export DESIGN_NAME = datar
export DESIGN_NICKNAME = datar
export VERILOG_FILES = /design/flow/design.v
export SDC_FILE = /design/flow/constraint.sdc
export NUM_CORES = 4
export LEC_CHECK = 1
export CORE_UTILIZATION = 40

===== /design/flow/constraint.sdc =====
current_design datar

set clk_period 3.3
set clk_io_pct 0.2

create_clock -name clk0 -period $clk_period [get_ports {clk}]

set non_clock_inputs [all_inputs -no_clocks]
set_input_delay [expr $clk_period * $clk_io_pct] -clock clk0 $non_clock_inputs
set_output_delay [expr $clk_period * $clk_io_pct] -clock clk0 [all_outputs]

===== /design/flow/design.v =====
`timescale 1ns / 1ps
module datar(clk,rst_n,data_in,data_out,start
    );
	input clk;
	input rst_n;
	input [15:0] data_in;
	output reg [15:0] data_out;
	output start;
parameter N=250_000_00;
reg [25:0] cnt;
reg clk_1ms;
always@(posedge clk or negedge rst_n)
begin
if(!rst_n)
begin
cnt<=0;
end
else if(cnt==N-1)
cnt<=0;
else cnt<=cnt+1;
end
always@(posedge clk or negedge rst_n)
begin
if(!rst_n)
begin
clk_1ms<=0;
end
else if(cnt==N-1)
clk_1ms<=~clk_1ms;
else ;
end
reg clk_r;
reg clk_rr;
wire start;
always@(posedge clk or negedge rst_n)
begin
if(!rst_n)
begin
clk_r<=0;
clk_rr<=0;
end
else
begin
clk_r<=clk_1ms;
clk_rr<=clk_r;
end
end
assign start=clk_r&(~clk_rr);
always@(posedge clk or negedge rst_n)
begin
if(!rst_n)
begin
data_out<=0;
end
else if(start==1)
begin
data_out<=data_in;
end
else 
data_out<=data_out;
end
endmodule

===== /design/flow/run.sh =====
#!/bin/bash
# OpenROAD 26Q1-2900-gdf79404cd8, Yosys 0.63+post, stock flow scripts
make -C /OpenROAD-flow-scripts/flow DESIGN_CONFIG=/design/flow/config.mk WORK_HOME=/design/flow/orfs finish

==> flow_summary_export.csv <==
group,metric,value,unit
status,status,"finished clean",
floorplan,ioPinCount,35,
worst_setup_path,critPathKind,"reg -> reg",
power,p_sw,0.195,mW
floorplan,die_area,5220,um2
synthesis,seq_area_frac_synth,57.1,%
final_timing,fin_crit_sh,67.2,%
routing,via_count,1347,
synthesis,synth_area_per_cell,12.0,um2
routing,wl,3420,um
worst_setup_path,critical_path.startpoint,"cnt[0]",
synthesis,xor_share,8.43,%
clock_tree,clock_latency,0.29,ns
worst_setup_path,cp.arrival,2.41,ns
final_timing,max-slew-margin-rel,46.6,%
final_timing,period_needed,2.22,ns
clock_tree,cts_buffers,5,
placement,dp_hpwl,2410,um
synthesis,synth_cells,164,
clock_tree,clockBufferDepth,2,
worst_setup_path,worstSetupStartpointType,"flop",
routing,dr.pass1.iters,4,
final_timing,fin_tns_setup,0,ns
clock_tree,ctsResizeCount,0,
routing,diodes,0,
worst_setup_path,cp_max_fo,10,
synthesis,ys_sh_simple,19.0,%
clock_tree,clkTransAtPathRegs,0.08,ns
power,p_leak,1.08,nW
global_route,grt_first_pass_wirelength,6200,um
global_route,gr-total-overflow,0,
power,worst_ir_drop_vdd,0.000273,V
synthesis,yosys_register_bits,45,
global_route,grt_max_degree,46,
synthesis,synth_area,1970,um2
worst_hold_path,min_path_type,"reg -> reg",
final_timing,fin_worst_skew,0.00589,ns
final_timing,rsz0062_at_grt,"no",
floorplan,fp_util,41.8,%
clock_tree,cts-root-buf,"clkbuf_8",
global_route,antenna_found_initial,0,
power,p_per_area,395,nW/um2
final_timing,drv_slew,0,
power,p_int,0.795,mW
synthesis,ff_type,"dfrtp_1",
routing,drtIter0Drc,48,
final_timing,finalHoldViolations,0,
layout,area_growth_syn_to_layout,26.8,%
worst_setup_path,crit_family,"simple AND/OR/NAND/NOR gates",
power,pwr-share-seq,55.7,%
floorplan,die_h,72.2,um
synthesis,synth_async_sr_flop_share,100,%
worst_setup_path,cpMaxStageDelayCell,"nor4_2",
global_route,grt_pass1_vias,1378,
final_timing,tightest_slew,0.794,ns
routing,wl_per_cell,12.6,um
power,clkPwrFrac,41.3,%
worst_setup_path,cp_num_buf_inv,1,
worst_setup_path,max_stage_delay,0.76,ns
layout,layout-drive-gt1-share,17.6,%
worst_setup_path,ff2ff_path_depth,6,
synthesis,yosysUniqueCellTypes,31,
placement,place.gp.congestion,0.841,
global_route,globalRouteTotalUtil,15.5,%
worst_setup_path,crit_chain,"ha_1 > and2_1 > nand4_1 > nor4_2 > buf_4 > nor2_1",
worst_hold_path,min_path_cells,0,
clock_tree,clkSinkCount,45,
final_timing,setup_violations,0,
floorplan,core_area,4720,um2
synthesis,yosysChipArea,1970,um2
clock_tree,htree_levels,2,
clock_tree,cts_tree,"yes",
synthesis,ys_cells,164,
power,p_comb_share,3.0,%
power,switching_share,19.7,%
layout,final_area,2500,um2
clock_tree,cts_setup_buffers,0,
routing,viasPerCell,4.97,
synthesis,yosysWarnings,1,
synthesis,topCombFamilyByArea,"simple AND/OR/NAND/NOR gates",
worst_hold_path,min_from,"clk_r",
synthesis,muxShareOfSynthArea,9.13,%
flow_run,cap_violations,0,
routing,drc,0,
synthesis,ys_sh_adder,0.634,%
worst_setup_path,crit_cells,6,
routing,detail-route-antenna-nets,0,
floorplan,die_w,72.2,um
worst_setup_path,worstPathRequired,3.49,ns
placement,portBuffers,34,
worst_setup_path,r2r-start,"cnt[0]",
clock_tree,cts_hold_buf,0,
final_timing,max_freq,0.451,GHz
flow_run,warnings,25,
synthesis,enable_flop_cells,0,
floorplan,fp-row-count,25,
placement,dpl_cell_area,2390,um2
synthesis,synthAoiAreaFrac,3.61,%
worst_setup_path,worstSetupEndpointType,"flop",
## through the flow
step	cells	power (mW)	setup WS, ns	hold slack, ns	utilization [%]
floorplan	164	0.562	1.37	0.347	-
global placement	263	0.592	1.15	0.355	50.5
detailed placement	263	0.593	1.06	0.364	50.5
CTS	271	1.01	1.06	0.376	53.0
global route	271	1.04	0.862	0.407	53.0
finish	271	0.989	1.08	0.372	53.0
## power by group through the flow
stage / clock, mW / combinational (mW) / sequential, mW
6_report: 0.409 / 0.0298 / 0.551
5_1_grt: 0.454 / 0.0337 / 0.551
4_1_cts: 0.425 / 0.0311 / 0.551
## kinds of logic (layout without fill, tap and decap cells)
logic type,count (synthesis),after routing
muxes,16,16
AOI/OAI and AO/OA,12,12
DFF,45,45
and+or+nand+nor,62,62
xor gates and xnor gates,19,19
adders and majority gates,1,1
buffers and inverters,9,49
## final cells by class
type / count / area, um2
multi-input combinational: 110 / 805
sequential: 45 / 1130
tap: 67 / 83.8
fill: 387 / 2220
timing repair buffer: 37 / 358
inverter: 4 / 15.0
clock buffer: 5 / 68.8
clock inverter: 3 / 46.3
## worst reg2reg max path, stage by stage (launching register included)
cell and delay (ns):
dfrtp_1 0.39, ha_1 0.22, and2_1 0.20, nand4_1 0.17, nor4_2 0.76, buf_4 0.30
nor2_1 0.07
## final timing paths
path                                end  slack [ns]
max                             cnt[11]        1.08
min                              clk_rr        0.37
max reg2reg                     cnt[11]        1.08
min reg2reg                      clk_rr        0.37
max in group asynchronous       cnt[20]        2.49
min in group asynchronous  data_out[15]        0.43
## flip-flops by register name (all words and copies together) (netlist names)
register,cells
cnt,26
data_out,16
clk_1ms,1
clk_r,1
clk_rr,1
## synthesized netlist by cell type (all sizes together) (3+ instances only)
master | instances | area (um2)
nand3 | 9 | 45.0
inv | 4 | 15.0
a21oi | 6 | 33.8
xor2 | 9 | 78.8
nand2 | 7 | 26.3
nor4 | 9 | 62.6
nor3 | 4 | 20.0
buf | 3 | 20.0
o31ai | 3 | 22.5
nand4 | 8 | 65.1
o21ai | 3 | 15.0
or4 | 3 | 26.3
nor2 | 10 | 37.5
mux2 | 16 | 180
xnor2 | 10 | 87.6
dfrtp | 45 | 1130
or3 | 4 | 33.8
## metal layers
metal  wire (um)  vias to the layer above  track usage [%]
met3         210                        5             3.24
met5           0                        -                0
met2        1630                       42             26.4
met4          48                        0             1.96
li1            -                      666                -
met1        1530                      634             21.9
## cells in the final DEF (no fill, tap or decap)
master,instances
nor4_1,8
or3_4,1
and4_1,2
xor2_1,9
a21oi_2,1
buf_4,3
bufinv_16,1
mux2_2,16
nand4_1,7
clkinvlp_4,1
clkbuf_8,5
nor3_1,4
xnor2_1,10
nand2_1,7
nand4_4,1
dfrtp_1,45
clkinv_4,1
ha_1,1
nor4_2,1
inv_1,4
and3_1,1
or4_4,1
nand4b_1,1
or3_2,3
a21oi_1,5
o21ai_0,3
clkdlybuf4s50_1,33
nor2_1,10
buf_2,1
nor2b_1,2
and2_1,2
nand3_1,9
or4_1,2
o31ai_1,3
Power is estimated from default activity; no workload was simulated.
